[flow/run.sh]
#!/bin/bash
# OpenROAD 26Q1-2900-gdf79404cd8, Yosys 0.63+post, stock flow scripts
make -C /OpenROAD-flow-scripts/flow DESIGN_CONFIG=/design/flow/config.mk WORK_HOME=/design/flow/orfs finish
[flow/config.mk]
export PLATFORM = sky130hd
export DESIGN_NAME = bitGen2
export DESIGN_NICKNAME = bitGen2
export VERILOG_FILES = /design/flow/design.v
export SDC_FILE = /design/flow/constraint.sdc
export NUM_CORES = 4
export LEC_CHECK = 1
export CORE_AREA = 10 10 92 92
export DIE_AREA = 0 0 102 102
[flow/design.v]
module bitGen2(bright,glyphData,counter,  g, b, r, hcount, vcount,lettervalue,numbervalue);  
input bright; 
input [9:0] hcount, vcount;
input [39:0] glyphData;
input [0:39] lettervalue,numbervalue;
input [5:0] counter; 
reg [39:0]value;
output reg [7:0] r, g, b;  
	always@(*) begin 
		if(bright == 1) begin  
			if((hcount >= 320) && (hcount < 640) && (vcount >= 80) && (vcount < 400))begin
				if(glyphData[counter] == 1)begin 
				r = 8'd255;
				g = 8'd255;
				b = 8'd255;
					end 
				else if(glyphData[counter] == 0)begin 
						r = 8'd0;
						g = 8'd0;
						b = 8'd0;
					end 
				else begin 
						r = 8'd0;
						g = 8'd0;
						b = 8'd0;
					end
			end
			else if(((hcount >= 320 && hcount < 640) && (vcount >= 40 && vcount < 80)))begin  
					if(lettervalue[counter] == 1)begin
						r = 8'd255;
						g = 8'd255;
						b = 8'd255;
					end
					else if(lettervalue[counter] == 0) begin
						r = 8'd75;
						g = 8'd25;
						b = 8'd0;
					end
					else begin 
						r = 8'd0;
						g = 8'd0;
						b = 8'd0;
					end 
				end
			else if ((hcount >= 280 && hcount < 320 ) && (vcount >= 80 && vcount < 400))begin
					if(numbervalue[counter] == 1)begin
						r = 8'd255;
						g = 8'd255;
						b = 8'd255;
					end
					else if(numbervalue[counter] == 0) begin
						r = 8'd75;
						g = 8'd25;
						b = 8'd0;
					end
					else begin 
						r = 8'd0;
						g = 8'd0;
						b = 8'd0;
					end
			end
			else if((hcount >= 280 && hcount < 320 && vcount >= 40 && vcount < 80) ||
				((hcount >= 280) && (hcount < 680) &&(vcount >= 400) && (vcount < 440))||
				((hcount >= 640) && (hcount < 680) && (vcount >= 40) && (vcount < 440)) )begin
					r = 8'd75;
						g = 8'd25;
						b = 8'd0;
			end
			else begin 
				r = 8'd0;
				g = 8'd0;
				b = 8'd0;
			end 
		end
		else begin
			r = 8'd0;
			g = 8'd0;
			b = 8'd0;	
			end
	end
endmodule 
[flow/constraint.sdc]
current_design bitGen2

set clk_period 3.2
set clk_io_pct 0.2

create_clock -name clk0 -period $clk_period

set non_clock_inputs [all_inputs -no_clocks]
set_input_delay [expr $clk_period * $clk_io_pct] -clock clk0 $non_clock_inputs
set_output_delay [expr $clk_period * $clk_io_pct] -clock clk0 [all_outputs]
==> results.yml <==
# flow metrics
cells_and_area:
  ff_count: 0
  fillers: 575
  drive_above_1_share_pct: 39.19
  seq_area_sq_um: 0
  nClkBuffers: 0
  area_growth_pct: 127.2
  final_util_pct: 57.36
  logic_area_sq_um: 1590
synth:
  syn-cell-area_sq_um: 1630
  synth.top_cells.by_count: "buf_4, mux2i_1, mux4_2"
  yosysMostFrequentCell: "buf_4"
  ys_seq_share_pct: 0
  synth_warnings: 1
  synth_area_leader_cell: "mux4_2"
  ys_types: 45
  ys_area_sq_um: 1630
  ys_top_cells_by_area: "mux4_2, mux2i_1, buf_4"
  top_area_share_pct: 22.10
  synth_cells: 191
  yosys_cells: 191
  syn_area_per_cell_sq_um: 8.536
detailed_routing:
  wl_per_cell_microns: 17.40
  wl_mm: 7.779
  diodes: 0
  via_per_inst: 4.955
  antenna_left: 0
  drt-pass1-iter-count: 4
  first_iter_violations: 36
  drt_drc_violations_left: 0
  dr_total_vias: 2215
flow_run:
  tool_warnings: 41
  drv_cap: 0
pwr:
  p_leak_nw: 1.661
  power_density_nw_per_um2: 122.7
  peakVddDrop_mv: 0.06798
worst_setup_path:
  path_max_fanout: 7
  endpoint: "b[3]"
  start_kind: "primary input"
  crit_path_end_kind: "primary output"
  cp.required_ps: 2560
  worstSetupStartpoint: "counter[0]"
  criticalPathCategory: "in2out"
  crit_arrival_ps: 2550
global_route:
  grt_max_degree: 25
  grt_overflow_total: 0
  grt_util_all_layers_pct: 14.48
  grt_pass1_vias: 2429
  antenna_found_initial: 0
  grt_first_pass_wirelength_mm: 12.16
place:
  hpwlAfterDp_mm: 6.826
  io_buffers: 165
  routabilityCongestion: 0.8092
floorplanning:
  die_w_microns: 102
  coreArea_sq_um: 6459
  die_h_microns: 102
  std_cell_rows: 29
  initCoreUtil_pct: 25.24
  io_pins: 171
  die_area_sq_um: 10400
sta:
  setup_viol: 0
  finalMaxSlewViolations: 0
  final_hold_viol_count: 0
  fin_tns_setup_ps: 0
  post-route-period-util_pct: 99.57
  tightest_slew_ps: 412.5
  fin_crit_ps: 3186
  rsz0062_at_grt: "true"
  fmax_mhz: 313.8
  relSlewSlack_pct: 72.33
status:
  outcome: "finished clean"
clock_network:
  hold_buffers: 0
worst_hold_path:
  hold_path_class: "in2out"
[layout by cell type, fill, tap and decap left out, types with 6 or more instances in the layout]
master / Yosys / layout
clkdlybuf4s50_1: 0 / 72
buf_4: 28 / 39
nor2_1: 10 / 7
buf_2: 2 / 15
dlygate4sd2_1: 0 / 48
mux4_2: 16 / 16
dlymetal6s2s_1: 0 / 10
a31oi_1: 6 / 6
buf_8: 0 / 6
nand2_1: 11 / 10
clkbuf_2: 0 / 6
mux2i_1: 22 / 18
buf_6: 3 / 10
nor2b_1: 11 / 10
[metrics by stage]
| step | power (mW) | cells | area [sq um] | hold slack (ps) | worst slack [ps] |
|---|---|---|---|---|---|
| global route | 0.4908 | 447 | 3705 | 1943 | -85.93 |
| CTS | 0.4538 | 448 | 3686 | 2204 | -75.66 |
| finish | 0.4546 | 447 | 3705 | 1907 | 13.65 |
| floorplan | 0.1795 | 191 | 1688 | 1479 | -10.06 |
| global placement | 0.4302 | 442 | 3498 | 2577 | -804.2 |
| detailed placement | 0.4313 | 442 | 3498 | 2553 | -848.8 |
[worst max-delay path, cell delays in order]
cell and delay, ps:
buf_12 110, buf_12 130, mux4_2 330, mux2i_2 70, or3_1 320, a21oi_2 200, o31ai_4 80, a221oi_4 290
buf_6 170, buf_8 110, buf_6 80
[final cells by class]
class | instances | share of cell area, %
Multi-Input combinational cell | 151 | 42.92
Timing Repair Buffer | 214 | 53.63
Inverter | 5 | 0.8443
Tap cell | 77 | 2.600
[worst min-delay path by stage]
stage / start / endpoint / slack [ps] / cells after the start
after CTS: vcount[6] / r[1] / 2200 / 7
after global routing: vcount[9] / r[0] / 1940 / 5
final: vcount[9] / r[6] / 1910 / 5
[where the power goes]
part           switching (mW)  internal, mW
clock network               0             0
logic                   0.161         0.294
registers                   0             0
total                   0.161         0.294
[layer usage]
| metal | wire [microns] | vias to the layer above | global-route usage (%) |
|---|---|---|---|
| met5 | 0 | - | 0 |
| li1 | - | 1096 | - |
| met3 | 1022 | 0 | 6.476 |
| met2 | 3827 | 100 | 25.19 |
| met4 | 0 | 0 | 0 |
| met1 | 2930 | 1019 | 17.18 |
[cells by family after synthesis]
group | after synthesis | share of synthesized area [%]
buffers and inverters | 40 | 18.19
muxes | 42 | 38.37
AOI/OAI and AO/OA | 53 | 23.79
and+or+nand+nor | 53 | 17.35
adders and majority gates | 1 | 0.7673
xor gates and xnor gates | 2 | 1.535
[timing repair]
item,CTS,global route
cloned,1,0
pin swaps,30,23
setup buffers,6,3
gates resized,194,45
endpoints found under the setup margin,24,24
No activity file was given, so power comes from the tool's default toggle rates.
