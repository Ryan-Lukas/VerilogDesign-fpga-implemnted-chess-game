$ cat design/flow/run.sh
#!/bin/bash
# OpenROAD 26Q1-2900-gdf79404cd8, Yosys 0.63+post, stock flow scripts
make -C /OpenROAD-flow-scripts/flow DESIGN_CONFIG=/design/flow/config.mk WORK_HOME=/design/flow/orfs finish
$ cat design/flow/config.mk
export PLATFORM = sky130hd
export DESIGN_NAME = vga_controller
export DESIGN_NICKNAME = vga_controller
export VERILOG_FILES = /design/flow/design.v
export SDC_FILE = /design/flow/constraint.sdc
export NUM_CORES = 4
export LEC_CHECK = 1
export CORE_UTILIZATION = 40
$ cat design/flow/constraint.sdc
current_design vga_controller

set clk_period 5.8
set clk_io_pct 0.2

create_clock -name clk0 -period $clk_period [get_ports {clk}]

set non_clock_inputs [all_inputs -no_clocks]
set_input_delay [expr $clk_period * $clk_io_pct] -clock clk0 $non_clock_inputs
set_output_delay [expr $clk_period * $clk_io_pct] -clock clk0 [all_outputs]
$ cat design/flow/design.v
module vga_controller(clk, rst, vga_hs, vga_vs, vga_clk, bright, vga_blank_n, hcount,vcount, row, column, addr, letteraddr,numberaddr);  
	input clk, rst;
	output vga_hs, vga_vs;
	output reg vga_clk, vga_blank_n, bright; 
	output reg [9:0] hcount;
	output reg [9:0] vcount;
	output reg [5:0] addr; 
	output reg [2:0] letteraddr,numberaddr;
	output reg [5:0] column, row; 
	reg counter;
	parameter hs_start = 16;
	parameter hs_sync = 96;
	parameter hs_end = 48;
	parameter hs_total = 800;
	parameter vs_init = 480;  
	parameter vs_start = 10;
	parameter vs_sync = 2;
	parameter vs_end = 33;
	parameter vs_total = 525;
	always@(posedge clk) begin
		if(rst == 1) begin  
			hcount <= 0;
			vcount <= 0;
			vga_clk <= 0;
			counter <= 0;
		end
		else if(counter == 1) begin  
			hcount <= hcount + 1;
			if(hcount == hs_total) begin  
				hcount <= 0;
				vcount <= vcount + 1;  
				if(vcount == vs_total) 
				vcount <= 0;  
			end
		end
		counter <= counter + 1;
		vga_clk <= ~vga_clk;  
	end
	assign vga_hs = ~((hcount >= hs_start) & (hcount <hs_start+hs_sync)); 
	assign vga_vs = ~((vcount >= vs_init+vs_start) & (vcount < vs_init+vs_start+vs_sync));
	reg en;
	always@* begin 
		letteraddr = 0; 
		addr = 0;
		column = 0;
		row = 0;
		numberaddr = 0;
		if((hcount >= 30) && (hcount <= 680) && (vcount >= 40) && (vcount <= 440)) begin  
			vga_blank_n = 1;
			bright =1;  
			row = vcount % 40;
			column = hcount % 40;
			letteraddr = ((hcount%320)/40);
			numberaddr = ((vcount/40)-2);
			if( addr > 63)
				addr = 0;
			else
				addr = ((hcount % 320) / 40) + ((vcount / 40)-2)*8;
		end
		else begin 
			vga_blank_n = 0;
			bright=0;  
		end
	end
endmodule 
==> results.txt <==
Figures from the flow reports.

Run status:
- The flow ran to the end, and the final reports show no timing, DRC or antenna violations.

Synthesis:
- The run puts the share of flip-flops with an asynchronous set or reset at 0%.
- The run gives the summed standard-cell area reported by yosys as ~3200 sq um.
- The run gives the yosys stat cell total as ~460.
- The run gives the cell type with the largest total area as sky130_fd_sc_hd__dfxtp_1.
- Counting every instance in the synthesized netlist gives between 400 and 500.
- The run puts the mean instance size in the synthesized netlist at a little under 7 sq um.
- The run gives the number of storage elements in the synthesis netlist as 22.
- Summed over its instances, the top area cell type makes up roughly 14% of the synthesized netlist area.
- The run gives the number of enable-type register cells in the synthesized netlist as 0.
- Yosys attributes the largest share of cell area to sky130_fd_sc_hd__dfxtp_1 14%, sky130_fd_sc_hd__nor2_1 7.4%, sky130_fd_sc_hd__xnor2_1 4.9%.
- The run gives the synthesized cell area as between 3000 and 4000 sq um.
- For this run, the leading register cell type out of synthesis is sky130_fd_sc_hd__dfxtp_1.
- The run puts the sequential fraction of the synthesis area at between 10 and 15%.
- The run gives the number of warnings issued by yosys as 1.
- The run puts the number of distinct library cells after synthesis at roughly 79.

Detailed routing:
- The run puts the residual antenna-violating net count after detailed routing at 0.
- Antenna repair during routing inserted a diode count of 0.
- The run gives the count of TritonRoute iterations in the first routing pass as 5.
- The run gives the final wirelength as around 9 mm.
- After detailed routing, the average wire length per cell comes to between 15 and 20 microns.
- The run puts the via count of the routed design at 3509.
- The run puts the remaining design rule violation count at 0.
- Using the TritonRoute via totals, the vias-per-cell ratio works out to between 5 and 6.
- The run gives the starting DRC count in detailed routing as 312.

Timing:
- The clock arrives with ~0.002 ns of skew.
- The run puts the count of final max-slew check failures at 0.
- The run gives the actual slew at the worst max-slew pin as 0.7942 ns.
- The run puts the post-layout minimum cycle time at between 5 and 6 ns.
- For the final routed database, the setup TNS stands at 0 ns.
- Across all checked pins, the minimum headroom to the slew limit is ~47%.
- The run gives the final hold slack as around 0.38 ns.
- The run puts the final period utilization at a little over nine tenths.
- The run gives the final hold violation count as 0.
- Setup repair after global routing left no endpoint under its margin.
- The run gives the final number of setup-violating endpoints as 0.
- For this run, the top clock speed supported by timing is roughly 180 MHz.

Clock tree:
- The clock drives 22 sinks.
- TritonCTS built the clock tree.
- The run gives the total CTS buffers as 3.
- Per the CTS log, the maximum H-tree level is 1.
- The run puts the largest buffer count on any clock path at 2.
- The run gives the clock tree root buffer cell as sky130_fd_sc_hd__clkbuf_8.
- Buffers added to address setup during post-CTS repair amount to 0.
- For reference, the clock transition at the flip-flops on the worst setup and hold paths is around 0.08 ns.
- Per the skew report, the later register of the worst-skew pair sees a clock latency of ~0.26 ns.

Job:
- The run puts the number of warning messages in the logs at 29.
- The run puts the count of maximum capacitance violations at 0.

Die:
- The run puts the row count at 32.
- The total area inside the core boundary comes to between 7000 and 8000 sq um.
- The run gives the die span in x as 91.26 microns.
- Measured along the y axis, the die boundary spans about 91 microns.
- The run gives the area enclosed by the die boundary as ~8300 sq um.
- Once the floorplan was initialized, standard cells occupied between 40% and 50% of the core.
- 51 I/O pins were placed.

Final layout:
- The run gives the final standard cell utilization of the core as about half.
- The run gives the count of fill cells added during filler insertion as ~780.
- The run gives the area added between synthesis and finish as 18.96%.
- The run gives the post-route cell area as about 3800 sq um.
- The run puts the fraction of layout instances using a drive strength above 1 at 9.202%.
- The run gives the sequential cell area as between 400 and 500 sq um.
- The run puts the combinational gate area at around 2500 sq um.

Setup path:
- STA classifies the critical path startpoint as a register.
- The run puts the worst endpoint data arrival time at between 4 and 5 ns.
- The run gives the biggest fanout along the worst timing path as 10.
- The cell sequence reported for the critical path is or2_1 > ha_1 > nand2b_2 > o211a_1 > or4b_1 > a31oi_1 > inv_1 > nand2_1 > a21boi_0 > o21ai_0 > ha_1 > inv_1 > fa_1 > nor2_1 > clkdlybuf4s50_1.
- The data required time reported for the critical path is roughly 4.6 ns.
- The run gives the maximum cell stage delay along the critical path as 0.67 ns.
- The critical path's slowest stage uses the library cell sky130_fd_sc_hd__or4b_1.
- The run gives the type of the setup path with the least slack as reg -> out.
- The run gives the element type at the critical path end as a primary output.

GRT:
- The run puts the total congestion overflow at 0.
- The run gives the combined global-route utilization of all metal layers as around 22%.
- The run puts the pin count of the biggest net entering global routing at 28.
- The run puts the global-route wire length before repair at 15.30 mm.
- The run gives the initial antenna violation count as 0.
- The run puts the via count of the first global-routing pass at around 3100.

Placement:
- The run puts the total placed instance area at ~3700 sq um.
- The placement summary gives the final routability congestion estimate as 0.9167.
- Buffers placed on the I/O ports in this run total 50.
- The run puts the half-perimeter wire length of the detailed placement result at around 6.7 mm.

Power:
- The run puts the power per cell area at just over 70 nW/um^2.
- The script extracted a total leakage power of ~1.3 nW.
- The run puts the peak ir drop on the vdd network at around 0.00012 V.

Worst hold path:
- The path class of the tightest hold or removal check is reg -> reg.
[where the power goes]
group          internal, mW  total, mW  switching [mW]
Sequential            0.151      0.152        0.000867
Clock                0.0606      0.111          0.0509
Combinational       0.00271    0.00662         0.00391
[through the flow]
stage	instances	setup slack (ns)	power, mW
finish	591	0.3444	0.2703
global route	591	0.01864	0.2754
CTS	591	0.2423	0.2719
detailed placement	587	0.5439	0.1623
global placement	587	0.5899	0.1623
floorplan	461	1.277	0.1592
[per-layer routing]
layer	wire length, microns	up-vias	track usage, %
met4	124	0	2.778
li1	-	1755	-
met1	4650	1604	39.01
met5	0	-	0
met3	539	14	0.9354
met2	3714	136	31.00
[cells by family after synthesis]
group                    Yosys count  synth area share [%]
flip-flops                        22                 13.82
buffers and inverters             60                 8.559
AND-OR/OR-AND                    139                 31.57
XOR/XNOR                          24                 6.596
adder cells (fa/ha/maj)           13                 5.143
multiplexers                       3                0.9815
AND/OR/NAND/NOR                  200                 33.33
[synthesized netlist by cell type (all sizes together), types with 3 or more instances]
| cell | n |
|---|---|
| nand3 | 14 |
| a221oi | 4 |
| a31oi | 8 |
| dfxtp | 22 |
| nor4 | 5 |
| o31ai | 5 |
| nor3 | 18 |
| o211ai | 10 |
| xnor2 | 18 |
| clkbuf | 18 |
| ha | 9 |
| o32ai | 6 |
| o22ai | 4 |
| nand4 | 5 |
| and3 | 8 |
| clkinv | 3 |
| a221o | 3 |
| xor2 | 6 |
| a311oi | 4 |
| nor2 | 63 |
| or3 | 8 |
| or2 | 3 |
| a2111oi | 4 |
| o211a | 4 |
| a21oi | 32 |
| nor2b | 7 |
| o21ai | 24 |
| buf | 21 |
| a211oi | 9 |
| nand2b | 16 |
| o22a | 3 |
| and2 | 8 |
| a31o | 3 |
| maj3 | 3 |
| inv | 18 |
| nand2 | 26 |
| nand3b | 5 |
[critical path, delay by kind of cell (launching register included)]
family	cells	cell delay, ns
flops	1	0.31
buf+inv	3	0.67
simple gates	5	1.38
compound gates	4	0.72
fa+ha+maj	3	0.96
[timing repair]
action | 4_1_cts | 5_1_grt
endpoints found under the setup margin | 0 | 2
hold buffers | 0 | 0
gates resized | 0 | 4
[path summary, 6_finish.rpt]
| kind | slack [ns] | endpoint | start | cells past startpoint |
|---|---|---|---|---|
| max | 0.34 | addr[4] | hcount[7] | 15 |
| min | 0.38 | vga_clk | vga_clk | 1 |
| max reg2reg | 2.97 | vcount[8] | hcount[6] | 8 |
| min reg2reg | 0.38 | vga_clk | vga_clk | 1 |
[state kept, by name, indices dropped and copies added (netlist names)]
signal / flops
vga_clk: 1
hcount: 10
vcount: 10
counter: 1
[layout make-up]
cell class	instances	area share [%]
timing repair buffer	63	15.78
sequential	22	11.62
tap	102	3.366
multi-input combinational	379	65.71
clock buffer	4	1.452
inverter	21	2.079
[cell usage in the layout (no fill, tap or decap), drive strengths merged, types with 14 or more instances in the layout]
master	count
nand2b	16
dfxtp	22
nand2	26
xnor2	18
nand3	14
clkdlybuf4s50	50
o21ai	24
a21oi	32
nor2	63
inv	18
nor3	18
Power and IR drop assume default switching activity.
