### run.sh
#!/bin/bash
# OpenROAD 26Q1-2900-gdf79404cd8, Yosys 0.63+post, stock flow scripts
make -C /OpenROAD-flow-scripts/flow DESIGN_CONFIG=/design/flow/config.mk WORK_HOME=/design/flow/orfs finish
### config.mk
export PLATFORM = sky130hd
export DESIGN_NAME = Keyboard
export DESIGN_NICKNAME = Keyboard
export VERILOG_FILES = /design/flow/design.v
export SDC_FILE = /design/flow/constraint.sdc
export NUM_CORES = 4
export LEC_CHECK = 1
export CORE_UTILIZATION = 50
### constraint.sdc
current_design Keyboard

set clk_period 2.4
set clk_io_pct 0.2

create_clock -name clk0 -period $clk_period [get_ports {clk}]
create_clock -name clk1 -period $clk_period [get_ports {clock}]

set non_clock_inputs [all_inputs -no_clocks]
set_input_delay [expr $clk_period * $clk_io_pct] -clock clk0 $non_clock_inputs
set_output_delay [expr $clk_period * $clk_io_pct] -clock clk0 [all_outputs]
### design.v
module Keyboard(switch, clk,clock, data, hex0, hex1, hex2, hex3, current, destination, userEn);
input clk, clock;
input data; 
input switch;
wire[7:0] key1out, key2out, key3out, key4out, key1, key2, key3, key4;
wire [7:0] out1, out2, out3, out4; 
wire en, key1en, key2en, key3en, key4en; 
wire enable;
output [6:0] hex0, hex1, hex2, hex3;
output [15:0] current, destination, userEn; 
Keyboard_Receiver U1(.clk(clk),.clock(clock), .data(data), .key1out(key1out), .key2out(key2out), .key3out(key3out), .key4out(key4out), .en(en), .key1en(key1en), .key2en(key2en), .key3en(key3en), .key4en(key4en), .userEn(userEn));
keyRegister U2(.clk(clock), .en(key1en), .d(key1out), .q(key1));
keyRegister U3(.clk(clock), .en(key2en), .d(key2out), .q(key2));
keyRegister U4(.clk(clock), .en(key3en), .d(key3out), .q(key3));
keyRegister U5(.clk(clock), .en(key4en), .d(key4out), .q(key4));
hexToSevenSeg U6(.en(en), .value(key1), .sevenSeg(hex3)); 
hexToSevenSeg U7(.en(en), .value(key2), .sevenSeg(hex2)); 
hexToSevenSeg U8(.en(en), .value(key3), .sevenSeg(hex1)); 
hexToSevenSeg U9(.en(en), .value(key4), .sevenSeg(hex0)); 
keyBoardDecoder U10(.en(en), .key1(key1), .key2(key2), .key3(key3), .key4(key4), .current(current), .destination(destination));
endmodule 
module Keyboard_Receiver(clk,clock, data, key1out, key2out, key3out, key4out, en, key1en,key2en,key3en, key4en, userEn);
input clk, clock;
input data; 
output reg [7:0] key1out, key2out, key3out, key4out;
output reg en, key1en, key2en, key3en, key4en;  
output reg [15:0] userEn;
reg [7:0] data_curr, data_pre;
reg [3:0] b; 
reg [2:0] count; 
reg flag; 
initial begin 
b = 4'd1;
data_curr = 8'd0;
data_enter = 8'd0;
data_pre = 8'd0;
flag = 0; 
count = 0; 
end 
always@(negedge clk)
	begin 
		case(b) 
			1:;
			2:begin 
				data_curr[0] <= data;
			end 
			3:begin 
				data_curr[1] <= data;
			end 
			4:begin 
				data_curr[2] <= data;
			end 
			5:begin 
				data_curr[3] <= data;
			end 
			6:begin 
				data_curr[4] <= data;
			end 
			7:begin 
				data_curr[5] <= data;
			end 
			8:begin 
				data_curr[6] <= data;
			end 
			9:begin 
				data_curr[7] <= data;
			end 
			10: begin 
				flag <= 1;
			end
			11: flag <= 0;
		endcase 
		if(b<=10)
			b <= b+1; 
		else if(b==11)
			b <= 1;
	end
	always@(posedge flag )begin 
		if(data_curr == 8'hF0 && count == 0)begin  
			en = 0; 
			key1out = data_pre;
			key1en = 1; 
			count = count + 1;
			userEn = 16'd0;
			end 
		else if(data_curr == 8'hF0 && count == 1)begin  
			en = 0; 
			key2out = data_pre;
			key2en = 1; 
			count = count + 1; 
			userEn = 16'd0;
		end 
		else if(data_curr == 8'hF0 && count == 2)begin 
			en = 0; 
			key3out = data_pre;
			key3en = 1; 
			count = count + 1;
			userEn = 16'd0;
		end 
		else if(data_curr == 8'hF0 && count == 3)begin  
			key4out = data_pre;
			key4en = 1; 
			userEn = 16'd1;
			en = 1;
		end 
		else if(data_curr == 8'h66)begin  
			key1out = 8'd0; 
			key3out = 8'd0; 
			key4out = 8'd0; 
			key2out = 8'd0;
			key1en = 1; 
			key2en = 1; 
			key3en = 1; 
			key4en = 1; 
			count = 0; 
			en=0;
			userEn = 16'd0;
		end 
		else begin 
			data_pre = data_curr;
			userEn = 16'd0;
		end 
	end 
endmodule 
module hexToSevenSeg(en, value, sevenSeg);
input [7:0] value;
output reg [6:0] sevenSeg; 
input en; 
parameter A = 8'h1C, B = 8'h32, C = 8'h21, D = 8'h23, E = 8'h24, F = 8'h2B, G = 8'h34, H = 8'h33, 
one = 8'h16, two = 8'h1E, three = 8'h26, four = 8'h25, five = 8'h2E, six = 8'h36, seven = 8'h3D, eight = 8'h3E;
always@(*)begin 
if(en) begin 
case(value)  
	A: sevenSeg = 7'b0001000;
	B: sevenSeg = 7'b0000011;
	C: sevenSeg = 7'b1000110;
	D: sevenSeg = 7'b0100001;
	E: sevenSeg = 7'b0000110;
	F: sevenSeg = 7'b0001110;
	G: sevenSeg = 7'b0010000;
	H: sevenSeg = 7'b0001001;
	one: sevenSeg = 7'b1111001;
	two: sevenSeg = 7'b0100100;
	three: sevenSeg = 7'b0110000;
	four: sevenSeg = 7'b0011001;
	five: sevenSeg = 7'b0010010;
	six: sevenSeg = 7'b0000010;
	seven: sevenSeg = 7'b1111000;
	eight: sevenSeg = 7'b0000000;
	default: sevenSeg = 7'b1111111;
endcase 
end
else
	sevenSeg = 7'b1111111;
end 
endmodule 
module keyBoardDecoder(en, key1, key2, key3, key4, current, destination);
input [7:0] key1, key2, key3, key4; 
input en; 
output reg [15:0] current, destination;
parameter A = 8'h1C, B = 8'h32, C = 8'h21, D = 8'h23, E = 8'h24, F = 8'h2B, G = 8'h34, H = 8'h33, 
one = 8'h16, two = 8'h1E, three = 8'h26, four = 8'h25, five = 8'h2E, six = 8'h36, seven = 8'h3D, eight = 8'h3E;
always@(*)begin
	if(en)begin 
		case(key1)
			A:begin
				case(key2)
				one: current = 16'd56;
				two: current = 16'd48;
				three:current= 16'd40;
				four: current= 16'd32;
				five: current= 16'd24;
				six: current= 	16'd16;
				seven:current= 16'd8;
				eight:current= 16'd0;
				default: current = 16'd64;
				endcase 
			end 
			B:begin 
				case(key2)
				one: current = 	16'd57;
				two: current = 	16'd49;
				three: current = 	16'd41;
				four: current = 	16'd33;
				five: current = 	16'd25;
				six: current = 	16'd17;
				seven: current = 	16'd9;
				eight: current = 	16'd1;
				default: current = 16'd64;
				endcase 
			end
			C: begin 
				case(key2)
				one: current = 	16'd58;
				two: current = 	16'd50;
				three: current =	16'd42;
				four: current = 	16'd34;
				five: current = 	16'd26;
				six: current = 	16'd18;
				seven: current = 	16'd10;
				eight: current = 	16'd2;
				default: current = 16'd64;
				endcase 
			end
			D: begin 
				case(key2)
				one: current = 	16'd59;
				two: current = 	16'd51;
				three: current = 	16'd43;
				four: current = 	16'd35;
				five: current = 	16'd27;
				six: current = 	16'd19;
				seven: current = 	16'd11;
				eight: current = 	16'd3;
				default: current = 16'd64;
				endcase 
			end
			E: begin 
				case(key2)
				one: current = 	16'd60;
				two: current = 	16'd52;
				three: current = 	16'd44;
				four: current = 	16'd36;
				five: current = 	16'd28;
				six: current = 	16'd20;
				seven: current = 	16'd12;
				eight: current = 	16'd4;
				default: current = 16'd64;
				endcase 
			end 
			F: begin 
				case(key2)
				one: current = 	16'd61;
				two: current = 	16'd53;
				three: current = 	16'd45;
				four: current = 	16'd37;
				five: current = 	16'd29;
				six: current = 	16'd21;
				seven: current = 	16'd13;
				eight: current = 	16'd5;
				default: current = 16'd64;
				endcase 
			end 
			G: begin 
				case(key2)
				one: current = 	16'd62;
				two: current = 	16'd54;
				three: current = 	16'd46;
				four: current = 	16'd38;
				five: current = 	16'd30;
				six: current = 	16'd22;
				seven: current = 	16'd14;
				eight: current = 	16'd6;
				default: current = 16'd64;
				endcase 
			end 
			H:begin 
				case(key2)
				one: current = 	16'd63;
				two: current = 	16'd55;
				three: current = 	16'd47;
				four: current = 	16'd39;
				five: current = 	16'd31;
				six: current = 	16'd23;
				seven: current = 	16'd15;
				eight: current = 	16'd7;
				default: current = 16'd64;
				endcase 
			end 
			default: current = 16'd64; 
			endcase 
	end
	else current = 16'd64;
end 
always@(*)begin
	if(en)begin 
		case(key3)
			A:begin
				case(key4)
				one: destination = 	16'd56;
				two: destination = 	16'd48;
				three: destination = 16'd40;
				four: destination = 	16'd32;
				five: destination = 	16'd24;
				six: destination = 	16'd16;
				seven: destination = 16'd8;
				eight: destination = 16'd64;
				default: destination = 16'd64;
				endcase 
			end 
			B:begin 
				case(key4)
				one: destination = 	16'd57;
				two: destination = 	16'd49;
				three: destination = 16'd41;
				four: destination = 	16'd33;
				five: destination = 	16'd25;
				six: destination = 	16'd17;
				seven: destination = 16'd9;
				eight: destination = 16'd1;
				default: destination = 16'd64;
				endcase 
			end
			C: begin 
				case(key4)
				one: destination = 	16'd58;
				two: destination = 	16'd50;
				three: destination = 16'd42;
				four: destination = 	16'd34;
				five: destination = 	16'd26;
				six: destination = 	16'd18;
				seven: destination = 16'd10;
				eight: destination = 16'd2;
				default: destination = 16'd64;
				endcase 
			end
			D: begin 
				case(key4)
				one: destination = 	16'd59;
				two: destination = 	16'd51;
				three: destination = 16'd43;
				four: destination = 	16'd35;
				five: destination = 	16'd27;
				six: destination = 	16'd19;
				seven: destination = 16'd11;
				eight: destination = 16'd3;
				default: destination = 16'd64;
				endcase 
			end
			E: begin 
				case(key4)
				one: destination = 	16'd60;
				two: destination = 	16'd52;
				three: destination = 16'd44;
				four: destination = 	16'd36;
				five: destination = 	16'd28;
				six: destination = 	16'd20;
				seven: destination = 16'd12;
				eight: destination = 16'd4;
				default: destination = 16'd64;
				endcase 
			end 
			F: begin 
				case(key4)
				one: destination = 	16'd61;
				two: destination = 	16'd53;
				three: destination = 16'd45;
				four: destination = 	16'd37;
				five: destination = 	16'd29;
				six: destination = 	16'd21;
				seven: destination = 16'd13;
				eight: destination = 16'd5;
				default: destination = 16'd64;
				endcase 
			end 
			G: begin 
				case(key4)
				one: destination = 	16'd62;
				two: destination = 	16'd54;
				three: destination = 16'd46;
				four: destination = 	16'd38;
				five: destination = 	16'd30;
				six: destination = 	16'd22;
				seven: destination = 16'd14;
				eight: destination = 16'd6;
				default: destination = 16'd64;
				endcase 
			end 
			H:begin 
				case(key4)
				one: destination = 	16'd63;
				two: destination = 	16'd55;
				three: destination = 16'd47;
				four: destination = 	16'd39;
				five: destination = 	16'd31;
				six: destination = 	16'd23;
				seven: destination = 16'd15;
				eight: destination = 16'd7;
				default: destination = 16'd64;
				endcase 
			end 
			default: destination = 16'd64; 
			endcase 
	end
	else destination = 16'd64;
end 
endmodule 
module keyRegister
               (input                  clk, en,
                input      [7:0] d,
                output reg [7:0] q);
   always @(posedge clk)begin
	if (en)
	q <= d;
	else
	q <= q;
	end
	endmodule
==> run notes <==
This note records the results obtained with Yosys and OpenROAD.

Outcome
The run finished, with violations left. The checks that failed: setup timing.

Route
The number of antenna diodes in the final layout is 0. The first routing iteration left 351 violations. The number of nets with antenna violations after detailed routing is 0. Summed over all layers, the routed wires come to 12.5 mm. The routed design shows a via density per instance of 5.32. TritonRoute output was used to compute an average wire per cell of 13.2 um.

The number of detailed-route iterations in the first pass is 5. The post-route DRC violation count is 0. The number of vias in the routed layout is 5047.

Logic synthesis
The total cells reported by yosys after synthesis is 713. Per Yosys stat, the portion of area used by sequential elements is 0.452. The primary flip-flop cell chosen by synthesis mapping is sky130_fd_sc_hd__dfxtp_1. Counting distinct cell types in the post-synthesis netlist gives 64. The synthesized area divided by synthesized cell count is 9.08 um^2. The synthesis warning total is 6. Per the post-synthesis report, the number of cells in the design is just over 700. The cell area that synthesis handed to floorplanning was 0.00647 mm^2. The number of enable-type register cells in the synthesized netlist is 56. Yosys reported a register bit count of 118.

After synthesis, the chip area reported by Yosys is 0.00647 mm^2. Yosys reported that registers with async set or reset make up 0.

Hold path
The endpoint with the worst hold slack is U1.b[0]. Along the worst hold path, the cell count comes to 1. The type recorded for the worst min-delay path is reg -> reg.

For the worst min-delay path, the startpoint reported by OpenROAD is U1.b[0].

Clocking
The post-cts hold-fix buffer tally is 0. The clock-pin slew of the registers on the worst-case setup and hold paths is 0.05 ns. TritonCTS built the clock tree.

Pwr
The clock share of power is 0.584. Per the summary, power density relative to cell area is 389 mW/mm^2. The power report puts the net switching power at 0.601 mW.

The share of total power dissipated in sequential elements is 0.414. The proportion of total power due to net switching is 0.200. Across the VDD grid, the largest voltage drop is 0.810 mV. The standby leakage power is about 3.1 nW. The share of total power dissipated in combinational logic is 0.001. The internal power is 2.40 mW.

Setup path
Looking at the reg2reg group, the worst path ends at U1.b[3]. The critical path starts at U4.q[1]. The kind of launch point of the worst setup path is a flip-flop. The register-to-register path setup slack is 0.73 ns. The endpoint class of the critical path is an output port. Measured in cells, the most critical reg-to-reg path has a length of 4. In the setup report, the worst path falls into the class reg -> out. The critical path data arrival time is 2.00 ns. The critical path's largest stage delay is 0.43 ns. Walking the worst path, the cells encountered are or3b_4 > or4_4 > a21o_1 > buf_4 > nor3_2 > buf_2. The peak fanout along the critical path is 3.

The startpoint of the worst register-to-register path is U1.b[0]. At the worst endpoint, the required time is around 1.9 ns. The critical-path cell with the highest stage delay is sky130_fd_sc_hd__or4_4.

Floorplanning
The floorplan core area is 0.0126 mm^2. According to the floorplan report, the total die area is roughly 0.013 mm^2. The horizontal die dimension is 116 um. The starting utilization of the core area is 0.513. The count of boundary I/O pins is 80.

The report lists the number of standard-cell rows as between 40 and 50. The vertical die dimension is 116 um.

GRT
The wire length of the first global-routing pass is 20.4 mm. The via count of the first global-routing pass was 4423. The initial antenna violation count is 0. Summed over all routing layers, the global router reports a total usage of 0.200. The global route stage reports its total congestion overflow as 0.

The maximum number of pins on one net before global-route repair is approximately 46.

STA
Setup repair after global routing could not meet its margin everywhere. The count of pins over their slew limit is 0. In the post-route analysis, the smallest setup slack over all paths is -0.0830 ns. The timer found roughly 45 register pins that no clock reaches; their paths are not timed.

149 endpoints have no timing constraint. The worst hold slack is 0.671 ns. The relative slew slack is 0.446. The final setup TNS is -0.188 ns. The actual transition at the worst max-transition pin is 0.830 ns. Counting endpoints that fail hold in the final report gives 0. The setup-violating endpoint count in the final report is 3. For the final database, setup skew stands at 0.00881 ns.

Layout
The layout has 1057 filler cells. Of the cells placed in the final design, the portion with a size suffix greater than 1 is 0.129. From synthesis to final layout, the design area changed by 19.2%. The post-route standard cell area excluding fillers is 0.00771 mm^2. For this run, the number of standard cells in the final layout without fillers is ~950.

Placed design
The weighted congestion at the end of routability-driven global placement is about 0.89. The post-placement worst setup slack is -0.105 ns. Note, the detailed placer reported a final HPWL of 8.50 mm.

The number of cells in the design after placement is 907. Per the placement log, port buffering inserted 44 buffers. Detailed placement reports a standard cell area of 0.00698 mm^2.

Flow run
The total number of warnings across the stage logs is 64. The tool flagged a number of max-cap violations equal to 0.
-- logic make-up after synthesis --
kind of cell / share of synthesized area
AND-OR/OR-AND: 0.147
XOR/XNOR: 0.0135
adder cells (fa/ha/maj): 0.0638
buffers and inverters: 0.0767
flip-flops: 0.452
multiplexers: 0.0116
other: 0.000579
AND/OR/NAND/NOR: 0.236
-- cell usage after synthesis (3+ instances only) --
| master | number | area (um^2) |
|---|---|---|
| sky130_fd_sc_hd__a211oi_1 | 10 | 75.1 |
| sky130_fd_sc_hd__a21oi_1 | 53 | 265 |
| sky130_fd_sc_hd__a22oi_1 | 4 | 30.0 |
| sky130_fd_sc_hd__a31o_2 | 3 | 26.3 |
| sky130_fd_sc_hd__and2_1 | 14 | 87.6 |
| sky130_fd_sc_hd__and3_1 | 40 | 250 |
| sky130_fd_sc_hd__buf_1 | 3 | 11.3 |
| sky130_fd_sc_hd__buf_4 | 33 | 248 |
| sky130_fd_sc_hd__clkbuf_1 | 31 | 116 |
| sky130_fd_sc_hd__dfxtp_1 | 62 | 1240 |
| sky130_fd_sc_hd__edfxtp_1 | 56 | 1680 |
| sky130_fd_sc_hd__ha_1 | 33 | 413 |
| sky130_fd_sc_hd__inv_1 | 31 | 116 |
| sky130_fd_sc_hd__mux2_2 | 4 | 45.0 |
| sky130_fd_sc_hd__mux2i_1 | 3 | 30.0 |
| sky130_fd_sc_hd__nand2_1 | 72 | 270 |
| sky130_fd_sc_hd__nand2b_1 | 39 | 244 |
| sky130_fd_sc_hd__nand3_1 | 12 | 60.1 |
| sky130_fd_sc_hd__nand4_1 | 5 | 31.3 |
| sky130_fd_sc_hd__nor2_1 | 51 | 191 |
| sky130_fd_sc_hd__nor2b_1 | 10 | 62.6 |
| sky130_fd_sc_hd__nor3_1 | 13 | 65.1 |
| sky130_fd_sc_hd__nor3b_1 | 7 | 52.6 |
| sky130_fd_sc_hd__nor4_1 | 3 | 18.8 |
| sky130_fd_sc_hd__nor4b_1 | 6 | 52.6 |
| sky130_fd_sc_hd__o211ai_1 | 3 | 22.5 |
| sky130_fd_sc_hd__o21a_1 | 4 | 30.0 |
| sky130_fd_sc_hd__o21ai_0 | 44 | 220 |
| sky130_fd_sc_hd__o22ai_1 | 7 | 43.8 |
| sky130_fd_sc_hd__o31ai_1 | 4 | 30.0 |
| sky130_fd_sc_hd__xnor2_1 | 6 | 52.6 |
| sky130_fd_sc_hd__xor2_1 | 4 | 35.0 |
-- metal layers --
metal,track usage,share of wire,vias up,routed length [um]
li1,-,-,2579,-
met1,0.314,0.49,2322,6110
met3,0.0373,0.044,13,546
met4,0.0316,0.012,0,148
met2,0.310,0.46,133,5730
met5,0,0,-,0
-- worst max-delay path: cells and delay by family, from the launching register on --
family / cells / cell delay, ns
and+or+nand+nor: 3 / 0.93
AOI/OAI and AO/OA: 1 / 0.20
buffers and inverters: 2 / 0.24
DFF: 1 / 0.32
-- power by group through the flow --
stage | Clock [mW] | Sequential (mW) | Combinational (mW)
finish | 1.75 | 1.24 | 0.00407
global route | 1.87 | 1.24 | 0.00661
CTS | 1.79 | 1.24 | 0.00451
-- cells in the final DEF (no fill, tap or decap), types with 31 or more instances in the layout --
cell and n:
sky130_fd_sc_hd__nand2_1 72, sky130_fd_sc_hd__edfxtp_1 56, sky130_fd_sc_hd__a21oi_1 52, sky130_fd_sc_hd__nor2_1 50, sky130_fd_sc_hd__dfxtp_1 46, sky130_fd_sc_hd__o21ai_0 42, sky130_fd_sc_hd__inv_1 41, sky130_fd_sc_hd__and3_1 40
sky130_fd_sc_hd__nand2b_1 39, sky130_fd_sc_hd__ha_1 33, sky130_fd_sc_hd__conb_1 33, sky130_fd_sc_hd__clkdlybuf4s50_1 31
-- repair_timing --
action / 4_1_cts / 5_1_grt
endpoints found under the setup margin: 12 / 8
buffers inserted: 7 / 3
pin swaps: 21 / 12
resized: 58 / 24
-- metrics by stage --
stage	util	total power [mW]
floorplan	-	1.34
global route	0.611	3.12
detailed placement	0.553	1.31
CTS	0.602	3.04
finish	0.611	3.00
global placement	0.553	1.31
-- how the worst max path moves through the flow --
stage	endpoint	slack (ns)
6_report	destination[4]	-0.08
4_1_cts	destination[4]	-0.18
5_1_grt	destination[4]	-0.15
-- cell type report --
| class | instances | area (um^2) | area share |
|---|---|---|---|
| well taps | 172 | 215 | 0.0279 |
| flip-flops and latches | 118 | 2950 | 0.383 |
| inverters | 30 | 115 | 0.0149 |
| clock buffers | 12 | 300 | 0.0389 |
| repair buffers | 67 | 604 | 0.0783 |
| multi-input cells | 528 | 3380 | 0.438 |
| clock inverters | 21 | 146 | 0.0190 |
Power and IR drop assume default switching activity.
